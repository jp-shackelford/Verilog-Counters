==> /design/flow/design.v <==
module DE1_SoC (CLOCK_50, SW, KEY, LEDR, HEX0, HEX1, HEX2, HEX3, HEX4, HEX5);
	input CLOCK_50;
	input [9:0] SW;
	input [3:0] KEY;
	output [9:0] LEDR;
	output [6:0] HEX0, HEX1, HEX2, HEX3, HEX4, HEX5;
	assign HEX0 = 7'b1111111;
	assign HEX1 = 7'b1111111;
	assign HEX2 = 7'b1111111;
	assign HEX3 = 7'b1111111;
	assign HEX4 = 7'b1111111;
	assign HEX5 = 7'b1111111;
	reg [32:0] clk = 32'b0;
	always @(posedge CLOCK_50) clk <= clk + 1;
	SynchUp counter (clk[23], KEY[0], LEDR[3:0]);
endmodule 
module DFlipFlop (q, qBar, D, clk, rst);
	input clk, rst, D;
	output q, qBar;
	reg q;
	not n1 (qBar, q);
	always @(negedge rst or posedge clk)  
	begin
		if(!rst)
			q = 0;
		else
			q = D;
	end
endmodule 
module SynchUp (clk, rst, outBus);
	input clk, rst;
	output [3:0] outBus;
	wire bit0, bit1, bit2, bit3;
	wire temp1, temp2;
	assign bit0 = ~outBus[0];
	assign bit1 = outBus[1] ^ outBus[0];
	assign temp1 = outBus[1] & outBus[0];
	assign bit2 = outBus[2] ^ temp1;
	assign temp2 = outBus[2] & outBus[1] & outBus[0];
	assign bit3 = outBus[3] ^ temp2;
	DFlipFlop F0 (.q(outBus[0]), .D(bit0), .clk(clk), .rst(rst));
	DFlipFlop F1 (.q(outBus[1]), .D(bit1), .clk(clk), .rst(rst));
	DFlipFlop F2 (.q(outBus[2]), .D(bit2), .clk(clk), .rst(rst));
	DFlipFlop F3 (.q(outBus[3]), .D(bit3), .clk(clk), .rst(rst));
endmodule 
==> /design/flow/run.sh <==
#!/bin/bash
# OpenROAD 26Q1-2900-gdf79404cd8, Yosys 0.63+post, stock flow scripts
make -C /OpenROAD-flow-scripts/flow DESIGN_CONFIG=/design/flow/config.mk WORK_HOME=/design/flow/orfs finish
==> /design/flow/config.mk <==
export PLATFORM = sky130hd
export DESIGN_NAME = DE1_SoC
export DESIGN_NICKNAME = DE1_SoC
export VERILOG_FILES = /design/flow/design.v
export SDC_FILE = /design/flow/constraint.sdc
export NUM_CORES = 4
export LEC_CHECK = 1
export CORE_AREA = 10 10 108 108
export DIE_AREA = 0 0 118 118
==> /design/flow/constraint.sdc <==
current_design DE1_SoC

set clk_period 4.0
set clk_io_pct 0.2

create_clock -name clk0 -period $clk_period [get_ports {CLOCK_50}]

set non_clock_inputs [all_inputs -no_clocks]
set_input_delay [expr $clk_period * $clk_io_pct] -clock clk0 $non_clock_inputs
set_output_delay [expr $clk_period * $clk_io_pct] -clock clk0 [all_outputs]
==> metrics.cfg <==
[place]
port_buffers=5
place_area_sq_um=1510
place.gp.congestion=0.699
preCtsSetupSlack_ps=2490
dpl.hpwl_mm=1.68

[worst_setup_path]
critPathTopFamily=simple AND/OR/NAND/NOR gates
crit_cells=5
critPathRequiredTime_ps=4150
reg2reg_slack_ps=2500
cp_num_buf_inv=0
crit_fanout=4
reg2reg_from=clk[0]
crit_arrival_ps=1650
crit_end=clk[22]
startpoint=clk[0]
worstPathCellList=ha_1 -> nand4_2 -> nor4_4 -> nand4_1 -> xnor2_1
worst-setup-path-type=reg2reg
r2r_cells=5
cpPeakStageDelay_ps=370
cp-start-kind=flip-flop
endpoint_kind=flip-flop
reg2reg_to=clk[22]
cp_slowest_cell=dfxtp_1

[yosys]
avgSynthCellArea_sq_um=10.1
ys_warn_count=8
ys_ff=28
synthesis.area_sq_um=1510
top_cell_area_share_pct=31.7
ys_cells=150
synthDistinctLibCells=21
topCellsByArea=dfxtp_1, buf_4, xnor2_1, dfrtp_1, xor2_1
ys_seq_share_pct=38.3
ys_area_sq_um=1510
syn_inst=150
largest_area_cell=dfxtp_1

[floorplan]
std_cell_rows=35
die_width_microns=118
chipHeight_microns=118
core_region_area_sq_um=9280
die_area_sq_um=13900
initial_core_util_pct=16.3
ioPinCount=67

[sta]
setup_slack_ps=2500
drv_slew=0
rsz0062_at_grt=false
unconstrained_endpoints=8
finalClockPeriodUsage_pct=37.5
hold_viol=0
finalClockSkew_ps=2.90
unclocked_pins=4
final-setup-viol-count=0
finalSetupTns_ps=0
max_freq_mhz=667
min_period_ps=1500

[clock_network]
cts_hold_buf=0
clk_pin_slew_ps=80
cts-buffers-inserted=3
ctsResizeCount=0
clock_path_buffers=2
cts_tree=built
htreeDepth=1
cts_setup_buffers=0
clkLatencyLatePin_ps=260
cts_root_buf=clkbuf_8

[detailed_routing]
vias=764
vias_per_cell=2.72
drt_wl_total_mm=2.04
initialDrtViolationCount=23
drcViolationCount=0
ant_nets=0
antenna_cells=0
first_pass_iters=2
wl_per_cell_microns=7.25

[final_layout]
final_cell_mix=conb_1, dfxtp_1, xnor2_1, xor2_1, nand3_1
layout-drive-gt1-share_pct=8.55
fillers=1067
comb_area_sq_um=697
regArea_sq_um=581
utilization_pct=16.7
final_area_sq_um=1550
lay_top_count=conb_1
syn2layout_area_growth_pct=2.31

[grt]
grt_pass1_wl_mm=3.35
grt_overflow=0
grt_max_degree=13
grtUsageTotal_pct=2.67
grt_pass1_vias=725
antenna_found_initial=0

[worst_hold_path]
hold_path_class=reg2reg
holdCritStartpoint=clk[0]

[run]
drv.max_cap_violation_count=0
warning_count=38

[power]
vdd_drop_max_mv=0.178
fin_total_pwr_uw=377
pwr_density_cell_nw_per_um2=243
power.leakage_uw=0.000671

[outcome]
status=complete, no violations

[worst min-delay path by stage]
stage	end	slack, ps	cells after the start
after CTS	clk[0]	420	1
after global routing	clk[0]	460	1
final	clk[0]	420	1
[synth_stat cells, drive strengths merged]
library cell and count:
and2 1, and3 1, and4 5, buf 52, conb 2, dfrtp 4, dfxtp 24, ha 2
inv 5, nand2 5, nand3 8, nand4 8, nor2 4, nor3 4, nor4 1, xnor2 13
xor2 11
[worst register-to-register path, cell delays in order, from the launching register on]
cell and delay, ps:
dfxtp_1 370, ha_1 240, nand4_2 200, nor4_4 290, nand4_1 160, xnor2_1 140
[registers in the layout, summed over array words and instances (netlist names)]
signal,cells
counter.F0.q,1
counter.F1.q,1
counter.F2.q,1
counter.F3.q,1
clk,24
[cell families (layout without fill, tap and decap cells)]
| group | count (synthesis) | count (layout) | synth area share (%) |
|---|---|---|---|
| buffers and inverters | 57 | 13 | 27.0 |
| other | 2 | 48 | 0.496 |
| DFF | 28 | 28 | 38.3 |
| xor gates and xnor gates | 24 | 24 | 13.9 |
| and+or+nand+nor | 37 | 37 | 18.6 |
| adders and majority gates | 2 | 2 | 1.65 |
[power breakdown]
group | internal [uW] | switching [uW]
registers | 239 | 0
logic | 0.868 | 3.08
clock network | 67.1 | 67.0
total | 307 | 70.0
[per-layer routing]
layer | vias to the layer above | track usage, % | share of wire, %
met2 | 28 | 3.85 | 41
met3 | 0 | 1.02 | 5.5
met1 | 340 | 3.90 | 53
met4 | 0 | 0.0773 | 0
li1 | 396 | - | -
met5 | - | 0 | 0
[layout make-up]
type	instances	share of cell area (%)
repair buffers	5	3.23
multi-input cells	111	45.0
flip-flops and latches	28	37.5
inverters	5	1.21
well taps	129	10.4
clock buffers	3	2.67
[metrics by stage]
step                hold WS [ps]  std cells
floorplan                    379        196
global placement             392        278
detailed placement           402        278
CTS                          421        281
global route                 456        281
finish                       416        281
