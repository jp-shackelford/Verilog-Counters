$ cat flow/design.v
module RippleUp_Top(Clock, Reset, outBus);
	input Clock, Reset;
	output [3:0] outBus;
	reg [31:0] clk = 32'b0;
	always@(posedge Clock) clk <= clk + 1'b1;
	wire Q1Bar, Q2Bar, Q3Bar, Q4Bar;
	DFlipFlop F1 (.q(outBus[0]), .qBar(Q1Bar), .D(Q1Bar), .clk(clk[23]), .rst(Reset));
	DFlipFlop F2 (.q(outBus[1]), .qBar(Q2Bar), .D(Q2Bar), .clk(Q1Bar), .rst(Reset));
	DFlipFlop F3 (.q(outBus[2]), .qBar(Q3Bar), .D(Q3Bar), .clk(Q2Bar), .rst(Reset));
	DFlipFlop F4 (.q(outBus[3]), .qBar(Q4Bar), .D(Q4Bar), .clk(Q3Bar), .rst(Reset));
endmodule 
module DFlipFlop (q, qBar, D, clk, rst);
	input clk, rst, D;
	output q, qBar;
	reg q;
	not n1 (qBar, q);
	always @(negedge rst or posedge clk)  
	begin
		if(!rst)
			q = 0;
		else
			q = D;
	end
endmodule 
$ cat flow/run.sh
#!/bin/bash
# OpenROAD 26Q1-2900-gdf79404cd8, Yosys 0.63+post, stock flow scripts
make -C /OpenROAD-flow-scripts/flow DESIGN_CONFIG=/design/flow/config.mk WORK_HOME=/design/flow/orfs finish
$ cat flow/config.mk
export PLATFORM = sky130hd
export DESIGN_NAME = RippleUp_Top
export DESIGN_NICKNAME = RippleUp_Top
export VERILOG_FILES = /design/flow/design.v
export SDC_FILE = /design/flow/constraint.sdc
export NUM_CORES = 4
export LEC_CHECK = 1
export CORE_AREA = 10 10 85 85
export DIE_AREA = 0 0 95 95
$ cat flow/constraint.sdc
current_design RippleUp_Top

set clk_period 3.2
set clk_io_pct 0.2

create_clock -name clk0 -period $clk_period [get_ports {Clock}]

set non_clock_inputs [all_inputs -no_clocks]
set_input_delay [expr $clk_period * $clk_io_pct] -clock clk0 $non_clock_inputs
set_output_delay [expr $clk_period * $clk_io_pct] -clock clk0 [all_outputs]
==> ci_impl_report.md <==
### Yosys + OpenROAD results

| Metric | Value |
|---|---|
| Result of the run | `completed` |
| R2r startpoint | `clk[0]` |
| Routability-driven placement congestion ratio | `0.741` |
| Number of buffers added by the clock tree synthesis step | `3` |
| Number of design-rule violations left by the first detailed-router iteration | `42` |
| Total power per unit cell area | `453 mW/mm2` |
| Worst-case clock buffer depth | `2` |
| Ratio of cells with drive above 1 in the final layout | `0.0667` |
| Multi-input combinational cell area | `419 um2` |
| Required time of the critical path | `3.36 ns` |
| Fraction of synthesized cell area in xor and xnor cells | `0.182` |
| Number of search-and-repair iterations in the first detailed-routing pass | `4` |
| Basic-gate share of the synthesized area counting and, or, nand and nor cells | `0.203` |
| Number of register bits inferred by synthesis | `28` |
| CTS H-Tree Depth | `1` |
| Effective utilization at floorplan | `0.193` |
| Insertion Delay late pin | `0.26 ns` |
| Total vias in the final route | `626` |
| Category of the critical setup timing path | `reg -> reg` |
| Number of hold violations in the final report | `0` |
| Tot GR Track Use | `0.0337` |
| Min setup slack post-route | `1.64 ns` |
| Worst IR drop on VDD | `0.399 mV` |
| Remaining DRCs | `0` |
| Number of filler instances in the final layout | `588` |
| Congestion Overflow GR | `0` |
| Clock-pin slew on the worst setup and hold paths | `0.08 ns` |
| Number of pins exceeding their max-slew limit in the final report | `0` |
| Largest net degree at the start of global routing | `15` |
| Share of synthesized area occupied by flip-flops and latches | `0.550` |
| Worst slew slack as a fraction of its limit | `0.692` |
| Fmax | `641 MHz` |
| Area taken by flip-flops and latches | `581 um2` |
| Placed wire-length estimate | `1060 um` |
| Overall die width | `95 um` |
| Total inserted antenna cells | `0` |
| Ys cells | `100` |
| Average routed wire per standard cell | `8.15 um` |
| Class of the tightest hold or removal check | `reg -> reg` |
| Count of warnings emitted by yosys | `2` |
| Ordered cell list for the critical path | `ha_1, nand4_1, nor2_1, nand3_1, xnor2_1` |
| Number of register pins that no clock reaches | `4` |
| Skew final | `0.00321 ns` |
| Final-report setup violation count | `0` |
| Number of cells upsized or downsized after cts | `0` |
| Ao+oa area frac | `0` |
| Setup fix buffers added after clock tree synthesis | `0` |
| Mux share | `0` |
| First-pass GRT wire length | `2560 um` |
| Via count of the first global-routing pass | `576` |
| Layout overhead on the synthesized area | `17.2%` |
| Crit-path max FO | `5` |
| Placeable core region | `0.00547 mm2` |
| Post-Syn Instances | `100` |
| Tally of OpenROAD warnings | `25` |
| Setup repair after global routing missed its margin | `false` |
| Total negative slack for setup checks | `0 ns` |
| Master of the slowest instance on the critical path | `sky130_fd_sc_hd__nor2_1` |
| Min-Delay Startpoint | `clk[0]` |
| Kind of capture point of the worst setup path | `flip-flop` |
| Arithmetic-cell share of the synthesized area counting full adders, half adders and majority gates | `0.0118` |
| Worst path arrival time | `1.72 ns` |
| Hold-fix buffers, CTS | `0` |
| Antenna violations before repair | `0` |
| Static leakage | `0.442 nW` |
| Max Cap Violations | `0` |
| Root buffer cell | `sky130_fd_sc_hd__clkbuf_8` |
| Minimum setup slack after placement | `1.64 ns` |
| Per-instance average area after synthesis | `10.6 um2` |
| Die height | `95 um` |
| Main kind of combinational logic by area | `simple AND/OR/NAND/NOR gates` |
| Drt total wl | `1440 um` |
| Number of routed nets with antenna violations | `0` |
| CTS tree | `done` |
| Least-Margin Pin Slew | `0.458 ns` |
| Endpoints left unconstrained | `8` |
| Post-layout period usage | `0.488` |
| Via density | `3.54` |
| Die Footprint | `0.00903 mm2` |
| Chip area in the Yosys report | `0.00106 mm2` |
| Startpoint class of the critical path | `flip-flop` |
| Port buffer count | `5` |
| Library cells used by synthesis | `18` |
| Launch point of the critical path | `clk[0]` |
| Boundary pin count | `6` |
| Setup slack on the worst flop-to-flop path | `1.64 ns` |
| Min Tclk post-route | `1.56 ns` |
| Number of rows in the core area | `27` |
| Largest stage delay on the critical path | `0.38 ns` |
| Mapped Area | `0.00106 mm2` |
-- metrics by stage --
step / power [mW] / instance area, um2 / instances / hold WS [ns] / utilization
after floorplan: 0.305 / 1060 / 100 / 0.370 / -
after global placement: 0.307 / 1170 / 173 / 0.388 / 0.213
after detailed placement: 0.307 / 1170 / 173 / 0.389 / 0.213
after CTS: 0.565 / 1240 / 177 / 0.408 / 0.226
after global routing: 0.578 / 1240 / 177 / 0.419 / 0.226
final: 0.560 / 1240 / 177 / 0.404 / 0.226
-- registers in the layout, indices dropped and copies added (netlist names) --
register	flops
F4.q	1
F3.q	1
clk	24
F2.q	1
F1.q	1
-- cell type report --
type                    instances  area share
clock buffers                   3      0.0334
flip-flops and latches         28       0.469
clock inverters                 1      0.0243
well taps                      72      0.0728
repair buffers                  5      0.0404
multi-input cells              61       0.339
inverters                       7      0.0212
-- placed cells by master, fill, tap and decap left out --
cell and count:
sky130_fd_sc_hd__clkbuf_8 3, sky130_fd_sc_hd__nor3_1 2, sky130_fd_sc_hd__and3_2 1, sky130_fd_sc_hd__nor4_4 1
sky130_fd_sc_hd__nand4_2 1, sky130_fd_sc_hd__dfrtp_1 1, sky130_fd_sc_hd__ha_1 1, sky130_fd_sc_hd__nor2_1 6
sky130_fd_sc_hd__and3_1 3, sky130_fd_sc_hd__xor2_1 7, sky130_fd_sc_hd__dfxtp_1 24, sky130_fd_sc_hd__nor4_1 1
sky130_fd_sc_hd__nand3_1 13, sky130_fd_sc_hd__inv_1 7, sky130_fd_sc_hd__xnor2_1 15, sky130_fd_sc_hd__nand2_1 5
sky130_fd_sc_hd__nand4_1 5, sky130_fd_sc_hd__bufinv_16 1, sky130_fd_sc_hd__clkdlybuf4s50_1 5, sky130_fd_sc_hd__dfrtn_1 3
-- synth_stat cells, drive strengths merged --
cell type	instances	area [um2]
xnor2	15	131
inv	7	26.3
buf	4	30.0
dfrtp	1	25.0
nand3	13	65.1
nor4	2	27.5
nand2	5	18.8
and3	4	26.3
xor2	7	61.3
dfrtn	3	75.1
nor3	2	10.0
nor2	6	22.5
dfxtp	24	480
ha	1	12.5
nand4	6	43.8
-- worst paths after layout --
| path | endpoint | cells after the start |
|---|---|---|
| max | clk[20] | 5 |
| min | clk[0] | 1 |
| max reg2reg | clk[20] | 5 |
| min reg2reg | clk[0] | 1 |
-- where the power goes --
part	switching [mW]	internal (mW)	leakage, nW
combinational	0.000835	0.00108	0.154
clock	0.0930	0.167	0.0357
sequential	0	0.298	0.253
-- per-layer routing --
metal  share of wire  track usage  vias up  routed length [um]
met5               0            0        -                   0
li1                -            -      339                   -
met2            0.36       0.0492        9                 522
met4               0      0.00249        0                   0
met3           0.071       0.0112        0                 103
met1            0.57       0.0495      278                 816
-- worst max-delay path, delay by kind of cell, from the launching register on --
kind / cells / cell delay, ns
DFF: 1 / 0.36
adders and majority gates: 1 / 0.21
xor gates and xnor gates: 1 / 0.15
and+or+nand+nor: 3 / 0.74
-- cell families after synthesis --
family | Yosys count
XOR/XNOR | 22
AND/OR/NAND/NOR | 38
flip-flops | 28
adder cells (fa/ha/maj) | 1
buffers and inverters | 11
Power is estimated from default activity; no workload was simulated.
